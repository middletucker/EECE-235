==> flow/design.v <==
module ClockDivider100(clk, clk100);
	input clk;			 
	output reg clk100;
	reg[27:0] counter = 28'd0;
	parameter dnew = 500000;  
   always @(posedge clk)
	  begin
	     counter <= counter + 28'd1;
		  if (counter >= (dnew-1))
		     counter <= 28'd0;  
		  clk100 <= (counter<dnew/2)?1'b1:1'b0;
	  end
endmodule 
module ReactionTimer(
	input 		          		ADC_CLK_10,
	input 		          		MAX10_CLK1_50,
	input 		          		MAX10_CLK2_50,
	output		    [12:0]		DRAM_ADDR,
	output		     [1:0]		DRAM_BA,
	output		          		DRAM_CAS_N,
	output		          		DRAM_CKE,
	output		          		DRAM_CLK,
	output		          		DRAM_CS_N,
	inout 		    [15:0]		DRAM_DQ,
	output		          		DRAM_LDQM,
	output		          		DRAM_RAS_N,
	output		          		DRAM_UDQM,
	output		          		DRAM_WE_N,
	output		     [7:0]		HEX0,
	output		     [7:0]		HEX1,
	output		     [7:0]		HEX2,
	output		     [7:0]		HEX3,
	output		     [7:0]		HEX4,
	output		     [7:0]		HEX5,
	input 		     [1:0]		KEY,
	output		     [9:0]		LEDR,
	input 		     [9:0]		SW,
	output		          		GSENSOR_CS_N,
	input 		     [2:1]		GSENSOR_INT,
	output		          		GSENSOR_SCLK,
	inout 		          		GSENSOR_SDI,
	inout 		          		GSENSOR_SDO
);
  assign HEX2[7:0] = 8'b01000000;  
  assign HEX3[7:0] = 8'b11111111;
  assign HEX4[7:0] = 8'b11111111;
  assign HEX5[7:0] = 8'b11111111;
  wire OnOff = SW[0];
  wire R = ~KEY[1];  
  wire FLAG; 
  wire [9:0] LED_N;
  wire [6:0] Digit0, Digit1;
  parameter idle = 		2'b00;
  parameter delay = 		2'b01;
  parameter timing = 	2'b10;
  parameter display = 	2'b11;
  reg [1:0] state_reg;
  initial begin
	state_reg = idle;
  end
  wire clk100Hz;
  wire clk = MAX10_CLK1_50;  
  always @(posedge clk100Hz)
    begin
	   case (state_reg)
			idle: 	if	(OnOff & !R)	state_reg <= delay;
						else					state_reg <= idle;
			delay: 	if	(OnOff & FLAG)	state_reg <= timing;
						else 					state_reg <= delay;
			timing: 	if (OnOff & R)		state_reg <= display;
						else					state_reg <= timing;
			display: if (!OnOff)			state_reg <= idle;
						else					state_reg <= display;
			default:				state_reg <= idle;
		endcase
	 end
	 ClockDivider100 CLK_MUT(clk, clk100Hz);
	 reaction MUT(clk100Hz, state_reg, FLAG, LED_N, Digit1, Digit0);
	 assign LEDR = LED_N;
	 assign HEX0[7] = 1;  
	 assign HEX1[7] = 1;  
	 assign HEX0[6:0] = ~Digit0;  
	 assign HEX1[6:0] = ~Digit1; 
endmodule
module reaction(Clock, state, FLAG, LEDn, Digit1, Digit0);
  input Clock;
  input [1:0] state;
  output reg FLAG;
  output wire [9:0] LEDn;
  output wire [6:0] Digit1, Digit0;
  reg [9:0] LED;
  reg [3:0] BCD1, BCD0;
  reg [9:0] myRand;
  reg [9:0] k;
  always @(posedge Clock)
    begin
	   if (state == 0)  
			begin
			  LED[9:0] <= 10'b0000000000;
			  BCD1 <= 0;
			  BCD0 <= 0;
			  FLAG <= 0;
			  k <= 0;
			  myRand <= myRand + 11;
			end
      else if (state == 1)  
		   begin 
				LED[9:0] <= 10'b1000000000;
			   BCD1 <= 0;
			   BCD0 <= 0;
				myRand <= myRand;
				k <= k + 1;
				if (k > myRand%400)  
				   FLAG <= 1;
				else 
				   FLAG <= 0;
			end
      else if (state == 2)  
		   begin
			  LED[9:0] <= 10'b1111111111;
			  k <= 0;
			  myRand <= myRand;
			  FLAG <= 0;
			  if (BCD0 == 4'b1001)  
			    begin
				   BCD0 <= 0;
					if (BCD1 == 4'b1001)  
					  BCD1 <= 0;
					else 
					  BCD1 <= BCD1 + 1;
				  end
				else
				  BCD0 <= BCD0 + 1;
			end
      else if (state == 3)  
		   begin
			  LED[9:0] <= 10'b1010101010;
			  BCD0 <= BCD0;
			  BCD1 <= BCD1;
			  k <= 0;
			  myRand <= myRand;
			  FLAG <= 0;
			end
      else  
		   begin
			  LED[9:0] <= 10'b1100000011;
			  BCD0 <= 4'b1000;
			  BCD1 <= 4'b1000;
			  k <= 0;
			  myRand <= myRand;
			  FLAG <= 0;
			end
	 end
  assign LEDn = LED;
  seg7 seg1(BCD1, Digit1);
  seg7 seg0(BCD0, Digit0);
endmodule 
module seg7(bcd, leds);
  input [5:0] bcd;
  output reg [6:0] leds;
  always @(bcd)
    begin
	    case (bcd)  
			0: leds = 7'b0001000; 
			1: leds = 7'b0000001; 
			2: leds = 7'b0110000; 
			3: leds = 7'b0111110; 
			4: leds = 7'b0100000; 
			5: leds = 7'b0011000; 
			6: leds = 7'b0110000; 
			7: leds = 7'b1110001; 
			8: leds = 7'b0111001; 
			9: leds = 7'b0010010; 
			default: leds = 7'bx;
		 endcase 
     end
endmodule 
==> flow/run.sh <==
#!/bin/bash
# OpenROAD 26Q1-2900-gdf79404cd8, Yosys 0.63+post, stock flow scripts
make -C /OpenROAD-flow-scripts/flow DESIGN_CONFIG=/design/flow/config.mk WORK_HOME=/design/flow/orfs finish
==> flow/config.mk <==
export PLATFORM = sky130hd
export DESIGN_NAME = ReactionTimer
export DESIGN_NICKNAME = ReactionTimer
export VERILOG_FILES = /design/flow/design.v
export SDC_FILE = /design/flow/constraint.sdc
export NUM_CORES = 4
export LEC_CHECK = 1
export CORE_UTILIZATION = 40
==> flow/constraint.sdc <==
current_design ReactionTimer

set clk_period 2.7
set clk_io_pct 0.2

create_clock -name clk0 -period $clk_period [get_ports {MAX10_CLK1_50}]

set non_clock_inputs [all_inputs -no_clocks]
set_input_delay [expr $clk_period * $clk_io_pct] -clock clk0 $non_clock_inputs
set_output_delay [expr $clk_period * $clk_io_pct] -clock clk0 [all_outputs]
==> results.ini <==
[layout]
fin_area_um2 = 4580
layout-drive-gt1-share = 0.0632
final-comb-area_um2 = 2230
filler_cell_count = 1023
largest_register_ffs = 28
layout-area-overhead-vs-synth_pct = 5.05
area.sequential_um2 = 1680
max_flop_register = CLK_MUT.counter
reg_top3 = CLK_MUT.counter x28, MUT.k x10, MUT.myRand x10

[floorplanning]
design.core.area_um2 = 10500
dieWidth_um = 106
floorplan.die_area_um2 = 11300
fp-utilization = 0.417
die_h_um = 106
std_cell_rows = 37
top_level_ports = 118

[placement]
gp_routability_congestion = 0.772
detailed_place.area_um2 = 4500
pre_cts_ws_ps = 559
detailed_place_hpwl_um = 4780
portBuffers = 26

[grt]
grt_antenna_before_repair = 0
overflow = 0
first_global_vias = 2452
groute.layer.met1.usage = 0.173
grt_max_degree = 51
busiest_layer = met2
grt_use_met2 = 0.189
grt.met3_usage = 0.00876
groute.usage.overall = 0.113
grt_pass1_wl_um = 10700

[cts]
clk_pin_slew_ps = 50
postCtsSetupBuffers = 0
clock_tree.root_cell = sky130_fd_sc_hd__clkbuf_8
cts-resized-gates = 0
holdBufCountCts = 0
cts-root-to-sink-buffers = 2
tritoncts = built
cts-buffers-inserted = 5
clock.latency.late_pin_ps = 270
h-tree-depth = 2

[critical_path]
end_kind = register
worst_ep_arrival_time_ps = 2350
crit_fanout = 19
startpoint_type = register
critPathKind = register to register
cp_data_required_time_ps = 2900

[detailed_routing]
drtAntennaViolNets = 0
count_of_unresolved_drc_violations_after_routing = 0
route.vias.total = 2873
drt_pre_antenna_iters = 4
detail_route.iter0.violations = 114
insertedDiodeCount = 0
detail_route.wirelength_um = 6200
routed_wire_length_per_instance_um = 9.65
routed_via_density = 4.48

[timing]
fin_setup_tns_ps = 0
final_hold_viol_count = 0
timing.fmax_mhz = 467
unclocked_pins = 50
setup_ws_ps = 557
finalMaxSlewViolations = 0
timing.final.crit_period_ps = 2140
number_of_unconstrained_endpoints = 102
fin_crit_sh = 0.794
setup_viol = 0
slew_headroom = 0.604
final_clock_skew_ps = 4.52
worst_slew_pin_slew_ps = 590
setup_repair_after_global_routing_missed_its_margin = false

[yosys]
top_area_frac = 0.317
leading_cell_types_by_total_area_after_synthesis = sky130_fd_sc_hd__dfxtp_1 32%, sky130_fd_sc_hd__buf_4 11%, sky130_fd_sc_hd__ha_1 7.5%, sky130_fd_sc_hd__edfxtp_1 6.9%, sky130_fd_sc_hd__xnor2_1 3.6%
synthArstFlopShare = 0
post_synthesis_cell_type_with_the_largest_instance_count = sky130_fd_sc_hd__dfxtp_1
synth_top_cell_by_area = sky130_fd_sc_hd__dfxtp_1
synth.ff_latch_count = 79
synth_top_flop_cell = sky130_fd_sc_hd__dfxtp_1
yosysWarnings = 31
synth_stat.cells = 483
synthesis.area_um2 = 4360
syn_area_per_cell_um2 = 9.03
number_of_enable_type_register_cells_in_the_synthesized_netlist = 10
syn-instance-count = 483
synth_seq_share = 0.385
synth.yosys.chip_area_um2 = 4360
most_used_standard_cells_in_the_synthesized_netlist = 69 x sky130_fd_sc_hd__dfxtp_1, 64 x sky130_fd_sc_hd__buf_4, 39 x sky130_fd_sc_hd__nor2_1
ys_types = 61

[power_and_ir_drop]
leakage_nw = 1.87
power_per_cell_area_nw_per_um2 = 168
share_comb_of_total_power = 0.014
sw_frac_of_total = 0.191
clock_power_share = 0.414
design_power_total_w = 0.000771
pwr-share-seq = 0.572
power_report.internal_total_w = 0.000623
irDropWorstVdd_uv = 394
total_switching_power_w = 0.000147

[hold_path]
hold_path_class = register to register

[job]
warnings = 65
cap_viol_max_count = 0

[status]
outcome = finished, final reports clean

==> routing by layer <==
layer	wire, µm	vias up
met3	128	3
met5	0	-
met1	3190	1308
met4	15	0
met2	2860	38
li1	-	1524
==> cells by family (layout without fill, tap and decap cells) <==
logic type	Yosys count	after routing	share of synthesized area
compound gates	64	64	0.108
xor+xnor	34	34	0.0683
buf+inv	119	76	0.161
other cells	2	68	0.00172
fa+ha+maj	27	27	0.0769
simple gates	152	152	0.184
mux	6	6	0.0141
flops	79	79	0.385
==> stage by stage <==
| step | instances | utilization | hold WS (ps) |
|---|---|---|---|
| final | 642 | 0.438 | 469 |
| after global routing | 642 | 0.438 | 490 |
| after CTS | 642 | 0.438 | 470 |
| after detailed placement | 634 | 0.430 | 455 |
| after global placement | 634 | 0.430 | 453 |
| after floorplan | 549 | - | 439 |
==> cell type report <==
| cell class | count | share of cell area |
|---|---|---|
| multi-input combinational | 351 | 0.486 |
| sequential | 79 | 0.367 |
| timing repair buffer | 28 | 0.0601 |
| tap | 136 | 0.0371 |
| inverter | 40 | 0.0328 |
| clock buffer | 8 | 0.0175 |
==> final timing paths <==
check / from / endpoint / slack, ps / cells past startpoint
min: CLK_MUT.counter[0] / CLK_MUT.counter[0] / 470 / 1
min reg2reg: CLK_MUT.counter[0] / CLK_MUT.counter[0] / 470 / 1
max reg2reg: CLK_MUT.counter[0] / CLK_MUT.counter[18] / 560 / 7
max: CLK_MUT.counter[0] / CLK_MUT.counter[18] / 560 / 7
==> power groups by stage <==
stage / Clock (W) / Combinational, W / Sequential [W]
6_report: 0.000319 / 0.0000107 / 0.000441
5_1_grt: 0.000354 / 0.0000164 / 0.000441
4_1_cts: 0.000332 / 0.0000118 / 0.000441
==> cells in the final DEF, fill, tap and decap left out, types with 7 or more instances in the layout <==
master	instances
sky130_fd_sc_hd__o21ai_0	7
sky130_fd_sc_hd__nor2_2	10
sky130_fd_sc_hd__edfxtp_1	10
sky130_fd_sc_hd__clkdlybuf4s50_1	26
sky130_fd_sc_hd__dfxtp_1	69
sky130_fd_sc_hd__nor2_1	39
sky130_fd_sc_hd__nand4_1	7
sky130_fd_sc_hd__inv_1	38
sky130_fd_sc_hd__a21oi_1	18
sky130_fd_sc_hd__ha_1	26
sky130_fd_sc_hd__xor2_1	16
sky130_fd_sc_hd__conb_1	68
sky130_fd_sc_hd__nand3_1	20
sky130_fd_sc_hd__nand2_1	28
sky130_fd_sc_hd__nor3_1	8
sky130_fd_sc_hd__xnor2_1	18
==> critical path: stages, from the launching register on <==
cell and delay, ps:
sky130_fd_sc_hd__dfxtp_1 340, sky130_fd_sc_hd__ha_1 250, sky130_fd_sc_hd__and4_4 200, sky130_fd_sc_hd__or4_4 430, sky130_fd_sc_hd__a2111oi_4 420, sky130_fd_sc_hd__o41ai_4 90
sky130_fd_sc_hd__buf_4 230, sky130_fd_sc_hd__a21oi_1 120
No activity file was given, so power comes from the tool's default toggle rates.
